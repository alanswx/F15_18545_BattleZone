<file path="flow/config.mk">
export PLATFORM = sky130hd
export DESIGN_NAME = sp_ram
export DESIGN_NICKNAME = sp_ram
export VERILOG_FILES = /design/flow/design.v
export SDC_FILE = /design/flow/constraint.sdc
export NUM_CORES = 4
export LEC_CHECK = 1
export CORE_UTILIZATION = 30
export SYNTH_MEMORY_MAX_BITS = 65536
</file>
<file path="flow/constraint.sdc">
current_design sp_ram

set clk_period 41.4
set clk_io_pct 0.2

create_clock -name clk0 -period $clk_period [get_ports {clk}]

set non_clock_inputs [all_inputs -no_clocks]
set_input_delay [expr $clk_period * $clk_io_pct] -clock clk0 $non_clock_inputs
set_output_delay [expr $clk_period * $clk_io_pct] -clock clk0 [all_outputs]
</file>
<file path="flow/design.v">
`timescale 1ns / 1ps
module sp_ram #(
    parameter DATA = 8,
    parameter ADDR = 10
) (
    input   wire                clk,
    input   wire                wr,
    input   wire    [ADDR-1:0]  addr,
    input   wire    [DATA-1:0]  din,
    output  reg     [DATA-1:0]  dout
);
reg [DATA-1:0] mem [(2**ADDR)-1:0];
always @(posedge clk) begin
    dout      <= mem[addr];
    if(wr) begin
        mem[addr] <= din;
    end
end
endmodule
</file>
<file path="flow/run.sh">
#!/bin/bash
# OpenROAD 26Q1-2900-gdf79404cd8, Yosys 0.63+post, stock flow scripts
make -C /OpenROAD-flow-scripts/flow DESIGN_CONFIG=/design/flow/config.mk WORK_HOME=/design/flow/orfs finish
</file>
==> out/metrics.csv <==
metric,value,unit
outcome,"finished, violations left",
failing checks,"capacitance limit, slew limit",
maximum fanout along the worst path,77,
post-layout period usage,36.5,%
# rows,376,
total leakage power,115,nW
post-synth top area cell,edfxtp_1,
number of global-route vias before repair,171000,
Ports,28,
final setup margin,26.27,ns
Mapped Area,0.316,mm^2
Post-CTS Setup Bufs,0,
final setup TNS,0,ns
GPL Wtd Cong,0.898,
CTS tree,built,
Worst Reg-to-Reg Cells,9,
worst slew pin tran,1.57,ns
P_sw,3.63,mW
post-CTS sizing,0,
Finished Layout Cells,31900,
minimum clock period,15.13,ns
crit path launch,addr[1],
Peak supply drop,62.6,uV
OpenROAD warning count,44,
Die H,1030,um
final wirelength,892000,um
I/O Buffers,27,
Crit Path Category,input pin to register,
unrepaired setup endpoints after global routing,false,
Final Setup Violations,0,
Worst setup EP type,register,
antenna violation net count after detailed routing,0,
Seq pwr share,54.8,%
Num CTS Buffers,782,
Place WS,25.36,ns
post-DR wirelength/cell,28.0,um
CTS clock-pin slew for the worst setup and hold paths,0.06,ns
Clock Sinks,8200,
crit-path max cell delay,1.11,ns
"Warnings, synthesis",1,
number of antenna violations at the first check in global routing,68,
Synth Seq Share,77.8,%
Synth Instances,16700,
cell count in the Yosys report,16700,
DIE AREA,1.06,mm^2
relative slew slack,-5.69,%
Commonest Layout Cell,edfxtp_1,
CTS root buf,clkbuf_16,
DR vias/cell,5.05,
fmax,0.0661,GHz
max cap viols,1,
YS chip area,0.316,mm^2
TritonRoute pass-1 iters,6,
flop-to-flop setup slack,36.70,ns
Filler cells,96500,
pwr dens,46.4,mW/mm^2
"most used cell, CP",buf_4,
Mean Syn Cell Area,19.0,um^2
CP arrival,16.14,ns
FP Core Util,30.1,%
flops out of synthesis,8200,
final-report hold violation count,0,
GR Overflow Total,0,
vias after detailed routing,161000,
Max Slew Vio Count,2,
Synth area leaders,"edfxtp_1 78%, mux2i_1 8.5%, mux4_2 5.3%",
Area Growth Syn to Fin,13.8,%
CP Cell Sequence,buf_16 -> buf_12 -> buf_4 -> buf_12 -> buf_4 -> buf_4 -> buf_4 -> mux2i_1 -> o22ai_1 -> nor4_1 -> buf_4 -> o2111ai_1 -> nor3_1 -> buf_4 -> nor4_1 -> a2111oi_2 -> buf_4 -> nand4_1,
"Design Area, Final",0.360,mm^2
core region area,1.05,mm^2
DRC,0,
reg2reg start,mem[375][5],
ratio of cells with drive above 1 in the final layout,14.8,%
# hold bufs at CTS,0,
gr usage total,17.7,%
Worst Hold Class,register to register,
reg2reg end,dout[5],
initial drt markers,10900,
Clock Power Share,40.6,%
Max clock buf depth,4,
largest net degree at the start of global routing,123,
Pint,13.1,mW
Final HPWL DP,556000,um
placed cell areas,0.336,mm^2
Worst Setup EP,dout[2],
Chip Width,1030,um
combinational power share,4.6,%
fin util,34.3,%
synth unique cells,59,
"Req. time, crit path",42.40,ns
DP Cell Count,30400,
"commonest non-fill, non-tap cells in the layout","8192 x edfxtp_1, 2684 x mux2i_1, 1376 x nor2_1",
CP max stage cell,a2111oi_2,
Critical Path Source Type,input pin,
"EDFF count, synth",8192,
Largest type area fraction,77.8,%
switch share,21.8,%
Max H-tree Level,6,
clock latency (worst-skew pair),1.21,ns
first-pass GRT wire length,1260000,um
"FFs w/ async S/R, synth",0,%
Commonest flop,edfxtp_1,
skew final,0.0772,ns
-- through the flow --
| step | power [mW] | hold slack, ns |
|---|---|---|
| final | 16.7 | 1.11 |
| after global routing | 17.1 | 1.15 |
| after CTS | 16.8 | 1.09 |
| after detailed placement | 10.1 | 1.08 |
| after global placement | 10.1 | 1.13 |
| after floorplan | 9.69 | 0.677 |
-- metal layers --
layer  vias to the layer above  share of wire (%)  GRT usage, %
met4                       143                3.8          5.93
met5                         -               0.42          2.54
met3                      1673                 19          15.5
met1                     81100                 32          18.9
li1                      68900                  -             -
met2                      9265                 45          25.4
-- synth_stat cells, types with 19 or more instances --
cell	number
o31ai_1	19
nor3_1	174
o211ai_1	67
nor4_1	195
a211oi_1	51
mux2i_1	2684
buf_4	124
o2111ai_1	106
a31oi_1	34
nand2_1	231
mux4_2	748
a22oi_1	145
o21ai_0	127
a22o_1	28
buf_2	444
nor2_1	1384
o22ai_1	1098
clkbuf_1	459
nand3_1	23
edfxtp_1	8192
buf_1	49
a21oi_1	75
or4_1	30
-- kinds of logic after synthesis --
group                  count (synthesis)  synth area share, %
DFF                                 8200                 77.8
muxes                               3447                 13.9
and+or+nand+nor                     2117                 2.87
AOI/OAI and AO/OA                   1817                 3.79
buffers and inverters               1083                 1.62
-- how the worst min path moves through the flow --
stage,startpoint,to,slack [ns],cells after the start
finish,mem[878][5],dout[5],1.11,6
global route,mem[877][5],dout[5],1.15,6
CTS,mem[877][5],dout[5],1.09,6
-- power by group through the flow --
stage | Sequential (mW) | Combinational [mW] | Clock (mW)
final | 9.15 | 0.773 | 6.77
after global routing | 9.15 | 0.818 | 7.18
after CTS | 9.15 | 0.772 | 6.86
-- registers in the layout, summed over array words and instances (netlist names) --
name / count
mem: 8192
dout: 8
-- critical path, delay by kind of cell --
family | cells | cell delay, ns
muxes | 1 | 0.28
and+or+nand+nor | 4 | 1.39
buffers and inverters | 10 | 4.31
AOI/OAI and AO/OA | 3 | 1.37
-- final cells by class --
type,instances,area [um^2],area share [%]
clock inverter,443,3680,1.02
antenna,102,255,0.0709
tap,14000,17500,4.86
inverter,3,21.3,0.00591
sequential,8200,246000,68.4
clock buffer,970,20400,5.66
timing repair buffer,781,6250,1.74
multi-input combinational,7381,65600,18.2
Power is estimated from default activity; no workload was simulated.
